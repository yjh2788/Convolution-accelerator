<file path="flow/run.sh">
#!/bin/bash
# OpenROAD 26Q1-2900-gdf79404cd8, Yosys 0.63+post, stock flow scripts
make -C /OpenROAD-flow-scripts/flow DESIGN_CONFIG=/design/flow/config.mk WORK_HOME=/design/flow/orfs finish
</file>
<file path="flow/design.v">
module CLA4(a,b,cin,cout,s);
input wire [3:0]a;
input wire[3:0]b;
input cin;
output wire [3:0]s;
output cout;
wire [3:0]P;
wire [3:0]G;
wire [4:1]C;
genvar i;
generate
for(i=0;i<4;i=i+1) begin :pg
PG u1(a[i],b[i],P[i],G[i]);
end
for(i=0;i<4;i=i+1) begin :sout
assign s[i]=P[i]^C[i];
end
endgenerate
LCGLogic u2(P,G,cin,C);
assign cout=C[4];
endmodule 
module LCGLogic(P,G,cin,C);
parameter w=4;
input wire [w-1:0]P;
input wire [w-1:0]G;
input cin;
output wire [w:1]C;
assign C[1]=G[0]|(P[0]&cin);
assign C[2]=G[1]|(P[1]&G[0])|(P[1]&P[0]&cin);
assign C[3]=G[2]|(P[2]&G[1])|(P[2]&P[1]&G[0])|(P[2]&P[1]&P[0]&cin);
assign C[4]=G[3]|(P[3]&G[2])|(P[3]&P[2]&G[1])|(P[3]&P[2]&P[1]&G[0])|(P[3]&P[2]&P[1]&P[0]&cin);
endmodule 
module PG(a,b,P,G);
input a,b;
output P,G;
assign P=a^b;
assign G=a&b;
endmodule 
</file>
<file path="flow/constraint.sdc">
current_design CLA4

set clk_period 2.2
set clk_io_pct 0.2

create_clock -name clk0 -period $clk_period

set non_clock_inputs [all_inputs -no_clocks]
set_input_delay [expr $clk_period * $clk_io_pct] -clock clk0 $non_clock_inputs
set_output_delay [expr $clk_period * $clk_io_pct] -clock clk0 [all_outputs]
</file>
<file path="flow/config.mk">
export PLATFORM = sky130hd
export DESIGN_NAME = CLA4
export DESIGN_NICKNAME = CLA4
export VERILOG_FILES = /design/flow/design.v
export SDC_FILE = /design/flow/constraint.sdc
export NUM_CORES = 4
export LEC_CHECK = 1
export CORE_AREA = 10 10 70 70
export DIE_AREA = 0 0 80 80
</file>
==> summary.rpt <==
IMPLEMENTATION SUMMARY REPORT
----------------------------------------------------
[Final timing]
  Final setup vio count ........................ 0
  Number of max-slew violations in the final report ........................ 0
  Smallest setup slack after layout ........................ around 32 ps
  Minimum clock period after layout ........................ 2170 ps
  Max Clock Freq ........................ 461 MHz
  Setup TNS after final layout ........................ 0 ps
  Final hold viol count ........................ 0
  Worst hold slack ........................ 1490 ps
  Post-route fraction of the period consumed by the critical path ........................ 0.986

[Critical path]
  Arrival time at the worst endpoint ........................ about 1700 ps
  Critical Path Fanout Max ........................ 2
  Startpoint Class ........................ primary input
  Critical Setup Path Class ........................ in2out
  Required @ worst endpoint ........................ around 1800 ps
  Endpoint kind of the worst setup timing path ........................ primary output

[Synthesis]
  Sequential element share of the synthesized area ........................ 0
  Area share of the leading cell type in the synthesized netlist ........................ 0.427
  Top cells by count ........................ ha_1 (5), a21oi_1 (3), xor2_1 (2)
  Top cell type by instance count after synthesis ........................ ha_1
  Yosys cell types ........................ 11
  Number of warnings printed during yosys synthesis ........................ 1
  Syn Std Cell Area ........................ between 100 and 150 um^2
  Top post-synthesis cells by area ........................ ha_1 (43%), xor2_1 (12%), a21oi_1 (10%), o21ai_2 (6.0%), xnor2_1 (6.0%)
  Synthesized chip area reported by yosys ........................ around 150 um^2
  Synthesized area per cell ........................ between 8 and 9 um^2
  Number of standard cells reported by yosys ........................ 18
  Cells after Synth ........................ 18
  Cell taking the most area after synthesis ........................ ha_1

[Floorplan]
  Pre-placement core utilization ........................ 0.0429
  Die width ........................ ~80 um
  Overall die area ........................ about 6400 um^2
  Standard-cell rows ........................ 21
  I/O pin cnt ........................ 14
  Area inside the core boundary ........................ 3420 um^2
  Vert. Die Dim ........................ about 80 um

[Routing]
  Number of routed nets with antenna violations ........................ 0
  DR DRC count ........................ 0
  Total Wirelength ........................ 716 um
  Number of vias in the routed layout ........................ between 150 and 200
  Via count normalized by instance count ........................ about 2.3
  1st-pass router iterations ........................ 2
  Ant. Diodes ........................ 0
  Routed wire per std cell ........................ roughly 9.0 um
  Initial drt markers ........................ 2

[Hold path]
  End point of the most critical hold path ........................ s[2]
  Hold Path Depth ........................ 5
  Hold Path Origin ........................ cin
  Worst hold path type ........................ in2out

[Global route]
  Wire length of the first global-routing pass ........................ roughly 1000 um
  Congestion Overflow GR ........................ 0
  GR peak layer ........................ met2
  Met1 track demand over resource ........................ 0.0237
  Pin count of the biggest net entering global routing ........................ 4
  Met3 Track Usage GR ........................ 0.0205
  Antenna violations before repair ........................ 0
  Number of global-route vias before repair ........................ 207
  Met2 Resource Use GR ........................ 0.0273
  Tot GR Track Use ........................ 0.0203

[Power and ir drop]
  Peak supply drop ........................ between 0.03 and 0.04 mV
  Total power density per cell area ........................ between 200 and 250 nW/um^2
  Leakage ........................ roughly 0.18 nW

[Final layout]
  Fraction of final layout cells sized beyond drive strength 1 ........................ 0.353
  # clk buffers ........................ 0
  Number of flip-flops and latches ........................ 0
  Register Area ........................ 0 um^2
  Utilization after layout ........................ 0.118
  Layout overhead on the synthesized area ........................ 176%

[Placement]
  Worst slack at placement ........................ -408 ps
  IO Port Bufs ........................ 13
  Routability cong. ........................ about 0.74
  Post-DP HPWL ........................ 599 um

[Outcome]
  Status ........................ finished clean

[Job]
  Count of maximum capacitance violations ........................ 0
  Number of warnings in the stage logs ........................ 34

[Clock tree]
  Hold-fix buffers, CTS ........................ 0

----------------------------------------------------
[worst max-delay path by stage]
stage | startpoint | endpoint | slack, ps | cells past startpoint
after global routing | a[0] | s[3] | -30 | 7
final | a[0] | s[3] | 30 | 7
after CTS | b[0] | s[2] | -120 | 6
[worst max-delay path: stages]
cell           delay [ps]
dlygate4sd2_1         270
ha_4                  290
buf_4                 100
a21oi_2                50
o21ai_2               150
xor2_1                190
dlygate4sd2_1         240
[cell usage in the layout (no fill, tap or decap), drive strengths merged]
cell type	count
dlygate4sd2	7
ha	5
buf	4
clkdlybuf4s50	3
a21oi	3
xor2	2
dlymetal6s2s	2
nand2	1
o21ai	1
a21o	1
xnor2	1
inv	1
o21bai	1
conb	1
clkbuf	1
[cell type report]
class / count / area [um^2]
fillers: 399 / 3010
inverters: 1 / 3.75
multi-input cells: 16 / 191
well taps: 46 / 57.6
repair buffers: 17 / 151
[per-stage QoR]
stage,cell area (um^2),instances,power [W]
after floorplan,146,18,0.0000271
after global placement,349,79,0.0000817
final,404,80,0.0000915
after global routing,404,80,0.000103
after CTS,388,79,0.0000874
after detailed placement,349,79,0.0000832
[report_power, final]
part | switching [W] | internal (W) | total (W) | leakage [nW]
logic | 0.0000333 | 0.0000582 | 0.0000915 | 0.180
registers | 0 | 0 | 0 | 0
clock network | 0 | 0 | 0 | 0
[kinds of logic (layout without fill, tap and decap cells)]
logic type	after synthesis	count (layout)	share of synthesized area
AOI/OAI and AO/OA	6	6	0.265
adders and majority gates	5	5	0.427
xor gates and xnor gates	3	3	0.180
buffers and inverters	2	18	0.0769
other	1	1	0.0256
and+or+nand+nor	1	1	0.0256
[timing repair]
| action | in CTS | in global routing |
|---|---|---|
| buffers inserted | 0 | 1 |
| setup endpoints to repair | 4 | 2 |
| pin swaps | 2 | 5 |
| endpoints found under the hold margin | 0 | 0 |
| resized | 14 | 5 |
[layer usage]
| layer | up-vias | wire, um |
|---|---|---|
| met5 | - | 0 |
| met4 | 0 | 0 |
| met3 | 0 | 161 |
| met2 | 10 | 257 |
| met1 | 84 | 296 |
| li1 | 92 | - |
No activity file was given, so power comes from the tool's default toggle rates.
